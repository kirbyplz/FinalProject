### flow/run.sh
#!/bin/bash
# OpenROAD 26Q1-2900-gdf79404cd8, Yosys 0.63+post, stock flow scripts
make -C /OpenROAD-flow-scripts/flow DESIGN_CONFIG=/design/flow/config.mk WORK_HOME=/design/flow/orfs finish
### flow/config.mk
export PLATFORM = sky130hd
export DESIGN_NAME = uart_tx1
export DESIGN_NICKNAME = uart_tx1
export VERILOG_FILES = /design/flow/design.v
export SDC_FILE = /design/flow/constraint.sdc
export NUM_CORES = 4
export LEC_CHECK = 1
export CORE_AREA = 10 10 97 97
export DIE_AREA = 0 0 107 107
### flow/constraint.sdc
current_design uart_tx1

set clk_period 2.7
set clk_io_pct 0.2

create_clock -name clk0 -period $clk_period [get_ports {clk}]

set non_clock_inputs [all_inputs -no_clocks]
set_input_delay [expr $clk_period * $clk_io_pct] -clock clk0 $non_clock_inputs
set_output_delay [expr $clk_period * $clk_io_pct] -clock clk0 [all_outputs]
### flow/design.v
module uart_tx1(tx_ready, tx, tx_start, tx_data, clk, rst_n);
input tx_start, clk, rst_n;
input [7:0] tx_data;
output reg tx_ready;
output reg tx;
wire full_baud, clrbaud, shiftreg_full, load, shift, clear;
fsm1 F1(.clear(clear), .shift(shift), .clrbaud(clrbaud), .tx_ready(tx_ready), .load(load), .full_baud(full_baud), .tx_start(tx_start), .shiftreg_full(shiftreg_full), .clk(clk), .rst_n(rst_n));
shifter1 S1(.tx_ready(tx_ready), .tx(tx), .tx_data(tx_data), .load(load), .shift(shift), .clk(clk), .rst_n(rst_n));
baud1 B1(.full_baud(full_baud), .clrbaud(clrbaud), .clk(clk), .rst_n(rst_n));
shift_count1 S2(.clear(clear), .shiftreg_full(shiftreg_full), .load(load), .shift(shift), .clk(clk), .rst_n(rst_n));
endmodule
module fsm1(clear, shift, clrbaud, tx_ready, load, full_baud, tx_start, shiftreg_full, clk, rst_n);
input full_baud, tx_start, shiftreg_full, clk, rst_n;
output reg shift, clrbaud, tx_ready, load, clear;
typedef enum reg[1:0] { TX, IDLE } state_t;
state_t state, nxt_state;
always_ff@(posedge clk, negedge rst_n) begin
  if(!rst_n)
    state <= IDLE;
  else
    state <= nxt_state;
end
always_comb begin
  nxt_state = IDLE;
  shift = 1'b0;
  clrbaud = 1'b0;
  tx_ready = 1'b0;
  load = 1'b0;
  clear = 1'b0;
  case(state)
    IDLE: begin
      clear = 1'b1;
      if(tx_start) begin
        nxt_state = TX;
        load = 1'b1;
        clear = 1'b0;
      end
      else begin
        nxt_state = IDLE;
        clrbaud = 1'b1;
        tx_ready = 1'b1;
      end
    end
    TX: begin
      clear = 1'b0;
      nxt_state = TX;
      if (full_baud & ~shiftreg_full) begin
        shift = 1'b1;
        clrbaud = 1'b1;
        nxt_state = TX;
      end
      else if (shiftreg_full) begin 
        nxt_state = IDLE;
        clear = 1'b1;
      end
    end
    default: begin
      nxt_state = IDLE;
      shift = 1'b0;
      clrbaud = 1'b0;
      tx_ready = 1'b0;
      load = 1'b0;
      clear = 1'b0;
    end
  endcase
end
endmodule
module shifter1(tx_ready, tx, tx_data, load, shift, clk, rst_n);
input load, shift, clk, rst_n, tx_ready;
input [7:0] tx_data;
output reg tx;
reg [9:0] tx_out;
always_ff@(posedge clk, negedge rst_n) begin
  if (!rst_n) begin
    tx_out <= 10'h0;
    tx <= 1'b1;
  end
  else begin
     if (load) begin
       tx_out <= {1'b1, tx_data, 1'b0};
       tx <= 1'b1;
     end
     else if (shift) begin
       tx_out <= {tx_out[0], tx_out[9:1]};
       tx <= tx_out[0];
     end
     else if (tx_ready)
       tx <= 1'b1;
  end
end
endmodule
module baud1(full_baud, clrbaud, clk, rst_n);
input clrbaud, clk, rst_n;
output reg full_baud;
reg [11:0] baud;
assign full_baud = (baud == 12'hA2C) ? 1'b1 : 1'b0;
always_ff@(posedge clk, negedge rst_n) begin
  if (!rst_n) 
    baud <= 12'h000;
  else begin
     if (clrbaud)
       baud <= 12'h000;
     else
       baud <= baud + 1'b1;
  end
end
endmodule
module shift_count1(clear, shiftreg_full, load, shift, clk, rst_n);
input load, shift, clk, rst_n, clear;
output reg shiftreg_full;
reg [3:0] count;
assign shiftreg_full = (count == 4'hA) ? 1'b1 : 1'b0;
always_ff@(posedge clk, negedge rst_n) begin
  if (!rst_n) 
    count <= 4'h0;
  else begin
     if (load)
       count <= 4'h0;
     if (clear)
       count <= 4'h0;
     if (shift)
       count <= count + 1'b1;
     else if (~clear)
       count <= count;
  end
end
endmodule
==> results.sh <==
# yosys + openroad results
export IMPL_track_usage_pct=4.20
export IMPL_drt_initial_drc_count=31
export IMPL_postSynthSeqShare_pct=52.2
export IMPL_routedWlPerCell_um=9.60
export IMPL_final_util_pct=23.9
export IMPL_cap_violations=0
export IMPL_path_class="input pin to primary output"
export IMPL_insertedDiodeCount=0
export IMPL_p_per_area_nw_per_um2=530
export IMPL_cpPeakStageDelay_ps=520
export IMPL_warnings=27
export IMPL_crit_reg2reg_launch="B1.baud[7]$_DFF_PN0_"
export IMPL_fin_skew_ps=8.62
export IMPL_common_cells="27 x dfrtp_1, 23 x nor2_1, 11 x mux2i_1"
export IMPL_yosys_cells=136
export IMPL_netlist_instances=136
export IMPL_clkSinkCount=29
export IMPL_synth_flops=29
export IMPL_grt_pass1_vias=881
export IMPL_most_common_cell="dfrtp_1"
export IMPL_period_used_pct=85.8
export IMPL_ys_warn_count=6
export IMPL_synthTopCellsByArea="dfrtp_1 48%, mux2i_1 7.9%, nor2_1 6.2%"
export IMPL_grt_pass1_wl_mm=4.06
export IMPL_syn_area_per_cell_um2=10.2
export IMPL_grt_max_degree=30
export IMPL_ff_type="dfrtp_1"
export IMPL_clockBufferDepth=2
export IMPL_ant_nets=0
export IMPL_finalSetupTns_ps=0
export IMPL_async_flop_share_pct=100
export IMPL_end_kind="primary output"
export IMPL_cp_slowest_cell="clkdlybuf4s50_1"
export IMPL_syn2layout_area_growth_pct=25.0
export IMPL_critPathMaxFanout=4
export IMPL_finalWirelength_mm=2.42
export IMPL_routabilityCongestion=0.772
export IMPL_power_total_mw=0.924
export IMPL_fmax_mhz=432
export IMPL_path_cells="clkdlybuf4s50_1 -> nor2b_1 -> clkdlybuf4s50_1"
export IMPL_port_buffers=12
export IMPL_clockRootBuffer="clkbuf_8"
export IMPL_reg2reg_setup_slack_ps=400
export IMPL_tightestPinTransition_ps=573
export IMPL_hold_buffers=0
export IMPL_hp_class="flip-flop to flip-flop"
export IMPL_cts_tree="built"
export IMPL_arrival_ps=1780
export IMPL_dp_hpwl_mm=1.73
export IMPL_start_kind="input pin"
export IMPL_overflow=0
export IMPL_min_to="S1.tx_out[9]$_DFFE_PN0P_"
export IMPL_place_ws_ps=374
export IMPL_fp_utilization_pct=19.1
export IMPL_cts_buffers_inserted=5
export IMPL_fin_crit_ps=2320
export IMPL_core_area_um2=7290
export IMPL_timing_rr_end="B1.baud[7]$_DFF_PN0_"
export IMPL_ctsHtreeMaxLevel=2
export IMPL_die_area_um2=11400
export IMPL_ys_area_um2=1390
export IMPL_holdWs_ps=505
export IMPL_clock_latency_ps=280
export IMPL_slew_headroom_pct=61.7
export IMPL_min_delay_start="S1.tx_out[9]$_DFFE_PN0P_"
export IMPL_vias=941
export IMPL_top_cell_area_share_pct=48.5
export IMPL_cpMostUsedCell="clkdlybuf4s50_1"
export IMPL_critical_path_required_ps=2160
export IMPL_io_pins=13
export IMPL_antenna_found_initial=0
export IMPL_worstRegToRegCells=4
export IMPL_synth_area_leader_cell="dfrtp_1"
export IMPL_p_leak_nw=0.788
export IMPL_drtPass1Iterations=4
export IMPL_drt_drc_violations_left=0
export IMPL_hold_depth=2
export IMPL_finalHoldViolations=0
export IMPL_rsz0062_at_grt="false"
export IMPL_post_cts_resized=0
export IMPL_setup_viol=0
export IMPL_drv_slew=0
export IMPL_die_h_um=107
export IMPL_layout_drive_gt1_share_pct=8.50
export IMPL_outcome="completed"
export IMPL_vdd_ir_drop_max_mv=0.177
export IMPL_chipWidth_um=107
export IMPL_clkTransAtPathRegs_ps=60
export IMPL_edf_count=0
export IMPL_setup_slack_ps=384
export IMPL_synthDistinctLibCells=28
export IMPL_post_cts_setup_buffers=0
export IMPL_synth_cell_area_um2=1390
export IMPL_rows=31
export IMPL_avgViaCountPerCell=3.73
## through the flow
stage / std cells / instance area [um^2]
detailed placement: 244 / 1620
finish: 252 / 1740
global route: 252 / 1740
CTS: 252 / 1740
floorplan: 136 / 1390
global placement: 244 / 1620
## cell type report
cell class	count	area, um^2
Clock buffer	6	82.6
Clock inverter	2	37.5
Fill cell	808	5550
Inverter	7	26.3
Multi-Input combinational cell	95	609
Sequential cell	29	728
Tap cell	99	124
Timing Repair Buffer	14	135
## cell usage in the layout (no fill, tap or decap)
cell	n
nand2b_1	1
a21o_1	2
inv_1	7
clkdlybuf4s50_1	12
dfstp_2	2
mux2_4	1
nand3_1	5
a211oi_1	1
nand4b_1	2
nor2b_1	1
xor2_1	1
nand4_1	3
or4_1	1
o21ai_0	3
nor3_1	6
nor2_1	23
nand2_1	6
and3b_1	1
buf_4	2
clkbuf_8	6
nor4_1	2
a21oi_1	10
xnor2_1	9
or4b_1	1
mux2i_1	11
dfrtp_1	27
bufinv_16	1
ha_1	4
nor3b_1	1
clkinvlp_4	1
## sequential cells by signal (all words and copies together), names as in the netlist
register / cells
B1.baud: 12
S1.tx_out: 10
S2.count: 4
F1.state: 2
S1.tx: 1
## where the power goes
| group | total [mW] | internal [mW] | leakage (nW) | switching, mW |
|---|---|---|---|---|
| Combinational | 0.0261 | 0.0152 | 0.410 | 0.0109 |
| Sequential | 0.436 | 0.436 | 0.320 | 0.000390 |
| Clock | 0.461 | 0.300 | 0.0574 | 0.161 |
## critical path, delay by kind of cell
kind	cells	cell delay (ps)
buffers and inverters	2	970
AND/OR/NAND/NOR	1	260
## logic make-up (layout without fill, tap and decap cells)
logic type	count (synthesis)	count (layout)	synth area share, %
multiplexers	12	12	8.98
AND-OR/OR-AND	16	16	6.28
AND/OR/NAND/NOR	53	53	18.6
XOR/XNOR	10	10	6.28
adder cells (fa/ha/maj)	4	4	3.59
flip-flops	29	29	52.2
buffers and inverters	12	29	4.04
## layer usage
layer | share of wire, % | global-route usage [%] | up-vias
met2 | 44 | 6.10 | 14
met4 | 3.2 | 1.16 | 0
met1 | 48 | 5.83 | 425
li1 | - | - | 497
met3 | 4.6 | 1.46 | 5
met5 | 0 | 0 | -
## how the worst max path moves through the flow
stage | startpoint | to | slack (ps) | cells past startpoint
CTS | tx_start | tx_ready | 370 | 3
finish | tx_start | tx_ready | 380 | 3
global route | B1.baud[7]$_DFF_PN0_ | B1.baud[10]$_DFF_PN0_ | 280 | 4
Power is estimated from default activity; no workload was simulated.
