--- ./constraint.sdc ---
current_design mac

set clk_period 7.2
set clk_io_pct 0.2

create_clock -name clk0 -period $clk_period [get_ports {clk}]

set non_clock_inputs [all_inputs -no_clocks]
set_input_delay [expr $clk_period * $clk_io_pct] -clock clk0 $non_clock_inputs
set_output_delay [expr $clk_period * $clk_io_pct] -clock clk0 [all_outputs]
--- ./design.v ---
module mac(clk, rst_n, a, b, of, uf, clr_n, acc);
input signed [7:0] a, b;
input clk, rst_n, clr_n;
output of, uf;
output signed [15:0] acc;
wire signed [15:0] mult, addOut, acc_nxt;
wire of_nxt, uf_nxt;
assign mult = a * b;
assign addOut = mult + acc;
assign of_nxt = (mult[15] == 0 && acc[15] == 0 && addOut[15] == 1) ? 1 : 0;
assign uf_nxt = (mult[15] == 1 && acc[15] == 1 && addOut[15] == 0) ? 1 : 0;
assign acc_nxt = (clr_n == 1) ? addOut : 16'h00;
Flop1 F1(clk, rst_n, acc_nxt, acc);
Flop2 F2(clk, rst_n, of_nxt, uf_nxt, of, uf);
endmodule
module Flop1(clk, rst_n, d, q);
input clk, rst_n;
input [15:0] d;
output reg [15:0] q;
always@(posedge clk, negedge rst_n) begin
  if(!rst_n)
    q <= 16'h00;
  else
    q <= d;
end
endmodule
module Flop2(clk, rst_n, d1, d2, q1, q2);
input clk, rst_n;
input d1, d2;
output reg q1, q2;
always@(posedge clk, negedge rst_n) begin
  if(!rst_n) begin
    q1 <= 16'h00;
    q1 <= 16'h00;
  end
  else begin
    q1 <= d1;
    q2 <= d2;
  end
end
endmodule
--- ./run.sh ---
#!/bin/bash
# OpenROAD 26Q1-2900-gdf79404cd8, Yosys 0.63+post, stock flow scripts
make -C /OpenROAD-flow-scripts/flow DESIGN_CONFIG=/design/flow/config.mk WORK_HOME=/design/flow/orfs finish
--- ./config.mk ---
export PLATFORM = sky130hd
export DESIGN_NAME = mac
export DESIGN_NICKNAME = mac
export VERILOG_FILES = /design/flow/design.v
export SDC_FILE = /design/flow/constraint.sdc
export NUM_CORES = 4
export LEC_CHECK = 1
export CORE_UTILIZATION = 30
==> results.txt <==
impl run done, here's what came out: Synthesized registers 18, Vert. Die Dim about 120 um, Setup TNS Final 0 ns, Post-Route WL 7.75 mm, Largest logic family adder cells, hpwl dp 6.66 mm, area delta synth->final 19.1%, Synth cell types 45, gr usage total 12.8%, pre-CTS setup slack -0.0164 ns, family with the most delay on the worst path adder cells, Slew HR a little under three fifths, H-Tree Depth 1, CTS tree done, DR WL/cell 11.9 um, Max Cap Viol 0, slowest CP cell clkdlybuf4s50_1, max-slew violations 0, leading area contributor after synthesis fa_1, total gr overflow 0, tool warning count 26, utilization after layout 36.7%, cell with the most instances after synthesis inv_1, Longest Clk Path Bufs 2, Synth Area in XOR/XNOR 5.41%, CP cell instances clkdlybuf4s50_1 > and2_1 > fa_1 > fa_1 > fa_1 > inv_1 > fa_1 > inv_1 > ha_1 > nand3_1 > o211ai_1 > nor4_1 > or3_1 > xnor2_1 > ha_1 > a2111o_1 > a31oi_1 > nor2_1 > nand3_1 > a21o_1 > nand3_1, Hold Slack 0.630 ns, Antenna Cells 0, FP Core Util between 30% and 40%, layout cells sized above 1 4.77%, initial antenna violation count 0, maximum fanout along the worst path 8, Syn Std Cell Area 3880 um2, run status finished clean, CP most frequent cell fa_1, setup ws final ~0.33 ns, final clock skew 0.00275 ns, CP Data Required Time 7.20 ns, DR vias just over 3000, Boundary Pins 37, Final min period 6.87 ns, adder share between 40% and 50%, Synth Seq Share 11.7%, dominant synthesized flop cell dfrtp_1, Post-DRT Antenna Nets 0, Mapped Cells around 440, flip-flops with a built-in enable 1, post-CTS setup buffer count 0, CTS clk-pin slew, worst paths roughly 0.05 ns, WP data arrival 6.86 ns, Crit. End Element flop, placed cell count about 650, top cells by count inv_1, fa_1, and2_1, DRC viols 0, asr flop ratio synth 94.4%, HP Class flop to flop, vias in the first global route 2958, TritonCTS buffer count 3, RSZ-0062 raised after global routing false, Max Freq 0.146 GHz, Via density about 4.7, slowest stage delay, CP 0.56 ns, hold-fix buffers at CTS 0, final hold viol count 0, MUX share of area 0.258%, DIE WIDTH 116 um, and+or+nand+nor area frac 19.2%, crit path launch type input pin, Final period util 95.3%, Final setup viols 0, clk root buf clkbuf_16, ao+oa area frac between 10% and 20%, Top cells by area fa_1, ha_1, dfrtp_1, inv_1, and2_1, Post-Layout Cell Count 654, Avg Cell Area, Syn 8.93 um2, Top cell area share 28.9%, fillers 1255, Yosys chip area 3880 um2, total die size ~13000 um2, yosys cell count 435, drt pass-1 iters 4, Finished Cell Area 4630 um2, Yosys warning count 2, pin count of the biggest net entering global routing 21, clock latency (worst-skew pair) 0.25 ns, RePlAce Congestion 0.887, Row Count 41, PortBufs 36, first-pass GRT wire length 13.3 mm, worst setup path class input pin to flop, CORE AREA 12600 um2, placed inst area 4530 um2, Worst Max-Slew Pin Slew between 0.6 and 0.7 ns, clk sink count 18, starting DRC count in detailed routing ~160, Worst Path Buf+Inv 3
[logic make-up after synthesis]
| logic type | after synthesis |
|---|---|
| compound gates | 62 |
| xor+xnor | 24 |
| fa+ha+maj | 102 |
| buf+inv | 94 |
| flops | 18 |
| mux | 1 |
| simple gates | 134 |
[cells in the final DEF (no fill, tap or decap), types with 4 or more instances in the layout]
cell type	n
nand2_1	23
nor3_1	4
a21o_1	9
xor2_1	5
ha_1	46
o21a_1	4
nor2_1	14
buf_4	11
clkdlybuf4s50_1	30
a211oi_1	4
and3_1	7
xnor2_1	19
dlymetal6s2s_1	6
fa_1	56
inv_1	90
dfrtp_1	17
o21ai_0	8
and2_1	49
a21oi_1	16
nand2b_1	4
nor2b_1	4
nand3_1	11
[layer usage]
metal	global-route usage (%)	vias to the layer above	part of all wire [%]
met4	1.54	0	1.3
met1	18.8	1489	45
met2	21.4	52	52
met5	0	-	0
li1	-	1502	-
met3	1.92	8	2.5
[final timing paths]
path | startpoint | end | slack, ns | cells after the start
worst max register to register | F1.q[0] | F1.q[14] | 4.87 | 9
max in group asynchronous | rst_n | F1.q[3] | 5.47 | 2
min in group asynchronous | rst_n | F2.q1 | 1.53 | 2
worst max-delay path | b[5] | F2.q2 | 0.33 | 21
worst min-delay path | F1.q[0] | F1.q[0] | 0.63 | 2
worst min register to register | F1.q[0] | F1.q[0] | 0.63 | 2
[repair_timing]
item | 4_1_cts | 5_1_grt
endpoints found under the setup margin | 0 | 3
endpoints found under the hold margin | 0 | 0
gates resized | 0 | 7
[flip-flops by register name, summed over array words and instances, names as in the netlist]
| signal | count |
|---|---|
| F1.q | 16 |
| F2.q1 | 1 |
| F2.q2 | 1 |
[cell type report]
cell class | instances | area [um2] | area share, %
Clock buffer | 4 | 78.8 | 1.70
Inverter | 90 | 338 | 7.30
Multi-Input combinational cell | 323 | 3080 | 66.6
Sequential cell | 18 | 455 | 9.85
Tap cell | 172 | 215 | 4.65
Timing Repair Buffer | 47 | 458 | 9.90
[worst register-to-register path, cell delays in order, from the launching register on]
cell and delay (ns):
dfrtp_1 0.36, ha_1 0.18, inv_1 0.06, fa_1 0.38, nor2b_1 0.31, o31ai_2 0.13, a211oi_1 0.36, o311ai_1 0.17
a21o_1 0.20, a21boi_1 0.12
